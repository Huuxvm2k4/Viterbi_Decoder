--- design/flow/run.sh ---
#!/bin/bash
# OpenROAD 26Q1-2900-gdf79404cd8, Yosys 0.63+post, stock flow scripts
make -C /OpenROAD-flow-scripts/flow DESIGN_CONFIG=/design/flow/config.mk WORK_HOME=/design/flow/orfs finish
--- design/flow/config.mk ---
export PLATFORM = sky130hd
export DESIGN_NAME = ACSU
export DESIGN_NICKNAME = ACSU
export VERILOG_FILES = /design/flow/design.v
export SDC_FILE = /design/flow/constraint.sdc
export NUM_CORES = 4
export LEC_CHECK = 1
export CORE_AREA = 10 10 96 96
export DIE_AREA = 0 0 106 106
--- design/flow/constraint.sdc ---
current_design ACSU

set clk_period 3.3
set clk_io_pct 0.2

create_clock -name clk0 -period $clk_period

set non_clock_inputs [all_inputs -no_clocks]
set_input_delay [expr $clk_period * $clk_io_pct] -clock clk0 $non_clock_inputs
set_output_delay [expr $clk_period * $clk_io_pct] -clock clk0 [all_outputs]
--- design/flow/design.v ---
module acs (
    input  [3:0] path_cost_0,    
    input  [3:0] path_cost_1,    
    input  [1:0] bmc_path_0,     
    input  [1:0] bmc_path_1,     
    output [3:0] n_path_cost,    
    output decision              
);
    localparam [3:0] INF = 4'b1111;
    wire [3:0] bm0_ext = {{{2'b00}}, bmc_path_0};
    wire [3:0] bm1_ext = {{{2'b00}}, bmc_path_1};
    wire [4:0] sum0 = path_cost_0 + bm0_ext;
    wire [4:0] sum1 = path_cost_1 + bm1_ext;
    wire [3:0] cost0_ovf = (path_cost_0 == INF) ? INF : (sum0[4] ? INF : sum0[3:0]);
    wire [3:0] cost1_ovf = (path_cost_1 == INF) ? INF : (sum1[4] ? INF : sum1[3:0]);
    wire take0 = (cost0_ovf <= cost1_ovf);
    assign n_path_cost = take0 ? cost0_ovf : cost1_ovf;
    assign decision = take0 ? 1'b0 : 1'b1;    
endmodule
module ACSU (
    input  [1:0] bmc00_path_0,
    input  [1:0] bmc00_path_1,
    input  [1:0] bmc01_path_0,
    input  [1:0] bmc01_path_1,
    input  [1:0] bmc10_path_0,
    input  [1:0] bmc10_path_1,
    input  [1:0] bmc11_path_0,
    input  [1:0] bmc11_path_1,
    input  [3:0] n_ACS00_path_cost,
    input  [3:0] n_ACS01_path_cost,
    input  [3:0] n_ACS10_path_cost,
    input  [3:0] n_ACS11_path_cost,
    output [3:0] ACS00_path_cost,
    output [3:0] ACS01_path_cost,
    output [3:0] ACS10_path_cost,
    output [3:0] ACS11_path_cost,
    output ACS00_selection,
    output ACS01_selection,
    output ACS10_selection,
    output ACS11_selection
);
    acs acs00 (
        .path_cost_0 (n_ACS00_path_cost),
        .path_cost_1 (n_ACS01_path_cost), 
        .bmc_path_0  (bmc00_path_0),
        .bmc_path_1  (bmc00_path_1),
        .n_path_cost (ACS00_path_cost),
        .decision    (ACS00_selection)
    );
    acs acs01 (
        .path_cost_0 (n_ACS10_path_cost), 
        .path_cost_1 (n_ACS11_path_cost), 
        .bmc_path_0  (bmc01_path_0),
        .bmc_path_1  (bmc01_path_1),
        .n_path_cost (ACS01_path_cost),
        .decision    (ACS01_selection)
    );
    acs acs10 (
        .path_cost_0 (n_ACS00_path_cost),
        .path_cost_1 (n_ACS01_path_cost), 
        .bmc_path_0  (bmc10_path_0),
        .bmc_path_1  (bmc10_path_1),
        .n_path_cost (ACS10_path_cost),
        .decision    (ACS10_selection)
    );
    acs acs11 (
        .path_cost_0 (n_ACS10_path_cost),
        .path_cost_1 (n_ACS11_path_cost), 
        .bmc_path_0  (bmc11_path_0),
        .bmc_path_1  (bmc11_path_1),
        .n_path_cost (ACS11_path_cost),
        .decision    (ACS11_selection)
    );
endmodule
==> flow_summary_export.csv <==
group,metric,value,unit
setup_path,cp-startpoint,"n_ACS00_path_cost[1]",
layout,finalNonFillerCells,432,
worst_hold_path,min-delay-path-class,"primary input to output port",
sta,final_min_period_over_clock_period,110,%
synth,ys_warn_count,0,
floorplan,fp.dieArea,0.0112,mm^2
pwr,leakage,1.67,nW
run_status,outcome,"finished, violations left",
setup_path,crit_path_cell_trace,"buf_2 > ha_1 > a21o_1 > nand2_1 > mux2i_1 > inv_1 > ha_4 > o211ai_1 > a21oi_4 > buf_6 > mux2_4 > buf_2",
place,port_buffers,52,
floorplan,die_extent_in_x,106,um
floorplan,floorplan.io_pins,52,
global_route,first_pass_grt_wire_length,8850,um
floorplan,fp_util,21.0,%
drt,total_met3_wirelength_after_detailed_routing,368,um
place,place.gp.congestion,0.827,
layout,filler_cell_count,583,
layout,layout-area-overhead-vs-synth,132,%
global_route,overflow,0,
layout,final_area,0.00351,mm^2
layout,drive_gt1_share,77.2,%
drt,postRouteAntennaNets,0,
layout,flop-count,0,
setup_path,cp-start-kind,"primary input",
sta,grt_setup_unrepaired,"true",
sta,final_max_slew_viol_count,0,
global_route,antenna_found_initial,0,
drt,initialDrtViolationCount,33,
setup_path,slowest_stage,"ha_4",
layout,layout.cells.most_common_list,"buf_4 (65), buf_6 (35), ha_4 (26)",
sta,final.setup.worst_slack,-0.316,ns
setup_path,worst-endpoint-arrival,2.96,ns
setup_path,critical_path.most_common_cell,"buf_2",
drt,via_count,1889,
setup_path,timing.critical_path.fanout_max,4,
synth,yosys.cell_types.count,27,
sta,max_slew_margin,75.5,%
place,post-place-ws,-1.19,ns
drt,wl_per_cell,13.2,um
layout,final_common_cell,"buf_4",
layout,area.combinational,0.00205,mm^2
drt,maxUsedRoutingLayer,"met4",
sta,period_minus_slack,3.62,ns
pwr,cellPowerDensity,249,mW/mm^2
setup_path,max_stage_delay,0.30,ns
drt,route.final.wire_length,5690,um
run_status,violations,"negative setup slack",
synth,synth.yosys.num_cells,194,
drt,drt-vias-per-instance,4.37,
synth,chip_area_yosys,0.00152,mm^2
drt,drt_pre_antenna_iters,4,
floorplan,fp.coreArea,0.00721,mm^2
synth,synth_area,0.00152,mm^2
worst_hold_path,holdPathStages,5,
sta,fmaxAchievable,277,MHz
drt,diodes,0,
run,cap_viol_max_count,0,
drt,route.detailed.drc,0,
floorplan,rows,31,
synth,synth.avg_cell_area,7.81,um^2
pwr,irDropWorstVdd,0.000206,V
place,post_dp_hpwl,3630,um
layout,flop_area,0,um^2
drt,met1_length,2760,um
setup_path,worstSetupPathType,"primary input to output port",
run,openroad_warning_count,34,
synth,syn_inst,194,
drt,detailroute.wirelength.met2,2540,um
worst_hold_path,worst_hold_startpoint,"bmc11_path_1[0]",
floorplan,die_h,106,um
sta,final_hold_viol_count,0,
global_route,grt_start_max_net_pins,7,
layout,layout.clock_buffers,0,
sta,timing.setup.tns,-2.73,ns
place,dp.cells,382,
setup_path,worstPathRequired,2.64,ns
sta,tightest_slew,0.367,ns
synth,synth_seq_share,0,%
place,placed_area,0.00244,mm^2
sta,setup_viol,17,
global_route,track_usage,9.08,%
global_route,first_global_vias,1928,
setup_path,critPathCaptureType,"output port",
==> per-layer routing <==
layer / vias up / track usage (%)
met4: 0 / 0.580
met3: 4 / 1.59
li1: 943 / -
met2: 55 / 15.0
met5: - / 0
met1: 887 / 12.7
==> power by group <==
group / switching, mW / internal (mW)
registers: 0 / 0
logic: 0.334 / 0.542
clock network: 0 / 0
==> final timing paths <==
| check | end | slack (ns) |
|---|---|---|
| worst max-delay path | ACS10_path_cost[1] | -0.32 |
| worst min-delay path | ACS11_path_cost[0] | 1.77 |
==> cells in the mapped netlist (all sizes together) <==
library cell / count / area [um^2]
a21boi: 2 / 15.0
a21o: 8 / 60.1
a21oi: 11 / 73.8
and2: 1 / 6.26
and4: 1 / 8.76
buf: 2 / 16.3
fa: 8 / 160
ha: 32 / 400
inv: 40 / 150
mux2: 3 / 41.3
mux2i: 29 / 290
nand2: 16 / 60.1
nand2b: 5 / 31.3
nand3: 8 / 40.0
nand4: 1 / 6.26
nor2: 7 / 26.3
nor2b: 11 / 71.3
o211ai: 1 / 7.51
o21ai: 4 / 20.0
o22a: 2 / 17.5
o22ai: 2 / 12.5
==> cells by family after synthesis <==
family | count (synthesis) | share of synthesized area (%)
and+or+nand+nor | 50 | 16.5
AOI/OAI and AO/OA | 30 | 13.6
adders and majority gates | 40 | 37.0
buffers and inverters | 42 | 11.0
muxes | 32 | 21.9
==> critical path, delay by kind of cell <==
family / cells / cell delay, ns
muxes: 2 / 0.56
adders and majority gates: 2 / 0.58
and+or+nand+nor: 1 / 0.09
AOI/OAI and AO/OA: 3 / 0.58
buffers and inverters: 4 / 0.49
==> through the flow <==
| stage | hold slack (ns) | power, mW | utilization, % |
|---|---|---|---|
| finish | 1.77 | 0.876 | 48.7 |
| global route | 1.85 | 0.954 | 48.7 |
| CTS | 1.78 | 0.775 | 44.8 |
| detailed placement | 2.53 | 0.534 | 33.8 |
| global placement | 2.54 | 0.533 | 33.8 |
| floorplan | 1.45 | 0.256 | - |
==> what timing repair did <==
| item | in CTS | in global routing |
|---|---|---|
| hold buffers | 0 | 0 |
| pin swaps | 58 | 48 |
| resized | 286 | 73 |
| endpoints found under the setup margin | 20 | 20 |
| setup buffers | 43 | 10 |
==> final cells by class <==
| cell class | instances | area share, % |
|---|---|---|
| well taps | 99 | 3.53 |
| multi-input cells | 152 | 58.3 |
| inverters | 40 | 4.27 |
| repair buffers | 141 | 33.9 |
Power and IR drop assume default switching activity.
