File: /design/flow/config.mk
export PLATFORM = sky130hd
export DESIGN_NAME = TBPM
export DESIGN_NICKNAME = TBPM
export VERILOG_FILES = /design/flow/design.v
export SDC_FILE = /design/flow/constraint.sdc
export NUM_CORES = 4
export LEC_CHECK = 1
export CORE_AREA = 10 10 99 99
export DIE_AREA = 0 0 109 109
File: /design/flow/constraint.sdc
current_design TBPM

set clk_period 1.5
set clk_io_pct 0.2

create_clock -name clk0 -period $clk_period [get_ports {clk}]

set non_clock_inputs [all_inputs -no_clocks]
set_input_delay [expr $clk_period * $clk_io_pct] -clock clk0 $non_clock_inputs
set_output_delay [expr $clk_period * $clk_io_pct] -clock clk0 [all_outputs]
File: /design/flow/design.v
module TBPM (
    input clk,
    input rst_n,
    input we,    
    input ACS00_selection,
    input ACS01_selection,
    input ACS10_selection,
    input ACS11_selection,
    output [7:0] ACS00_selection_o,
    output [7:0] ACS01_selection_o,
    output [7:0] ACS10_selection_o,
    output [7:0] ACS11_selection_o,
    output reg [3:0] wr_cnt
);
    reg [7:0] sr00, sr01, sr10, sr11;
    always @(posedge clk or negedge rst_n) begin
        if (!rst_n) begin
            sr00 <= 0;
            sr01 <= 0;  
            sr10 <= 0; 
            sr11 <= 0;
            wr_cnt <= 0;
        end else begin
            if (we) begin
                sr00 <= {ACS00_selection, sr00[7:1]};
                sr01 <= {ACS01_selection, sr01[7:1]};
                sr10 <= {ACS10_selection, sr10[7:1]};
                sr11 <= {ACS11_selection, sr11[7:1]};
                wr_cnt <= wr_cnt + 1;
            end
        end
    end
    assign ACS00_selection_o = sr00;
    assign ACS01_selection_o = sr01;
    assign ACS10_selection_o = sr10;
    assign ACS11_selection_o = sr11;
endmodule
File: /design/flow/run.sh
#!/bin/bash
# OpenROAD 26Q1-2900-gdf79404cd8, Yosys 0.63+post, stock flow scripts
make -C /OpenROAD-flow-scripts/flow DESIGN_CONFIG=/design/flow/config.mk WORK_HOME=/design/flow/orfs finish
==> results.rst <==
Physical design figures
=======================

.. list-table::
   :header-rows: 1

   * - Metric
     - Value
   * - Result of the run
     - finished clean
   * - Total global routing track utilization
     - 5.39%
   * - Synth area leaders
     - dfrtp_1 (59%), mux2_4 (27%), mux2_2 (4.5%), buf_12 (4.0%), nand4_4 (1.4%)
   * - Yosys Warn Count
     - 1
   * - Sequential cell area fraction in the yosys report
     - 59.4%
   * - Number of synthesized register bits
     - 36
   * - Yosys cell count
     - roughly 79
   * - Period utilization
     - 96.3%
   * - TritonCTS clock tree
     - built
   * - Top delay family on crit path
     - buffers and inverters
   * - Pins Over Slew Limit
     - 0
   * - Tally of max-capacitance violations
     - 0
   * - Netlist cell types
     - 11
   * - Critical path fanouts, max
     - 3
   * - Detailed-route via count
     - ~850
   * - First-pass GRT wire length
     - 5.13 mm
   * - Clock Skews
     - 4.35 ps
   * - Share of the core filled with cells
     - 29.2%
   * - Routed wire length
     - 3.09 mm
   * - Slew Limit Headroom
     - 72.5%
   * - Tool Warnings
     - 25
   * - Detail-routed via count per cell
     - 3.50
   * - Leakage component of the power
     - 1.10 nW
   * - Startpoint types
     - flip-flop
   * - Post-layout worst setup margin
     - 56.2 ps
   * - Final hold viol count
     - 0
   * - Worst endpoint required time
     - 1200 ps
   * - Core Box Area
     - 0.00773 mm2
   * - Final hold slack
     - 477 ps
   * - Number of nets still failing antenna checks after routing
     - 0
   * - Aggregate global routing overflow
     - 0
   * - Number of input and output port buffers inserted
     - 42
   * - Drt first pass iters
     - 3
   * - Average detailed-routed wire length per instance
     - between 10 and 15 um
   * - Top logic cells by instance count in the layout
     - dfrtp_1 (35), clkdlybuf4s50_1 (29), mux2_4 (27)
   * - Pin count of the biggest net entering global routing
     - 37
   * - Total power density per cell area
     - 1500 mW/mm2
   * - CP Class
     - flip-flop to output port
   * - Share of the synthesized area in the top cell type
     - 59.4%
   * - DRC violations left
     - 0
   * - Number of cells produced by synthesis
     - 79
   * - Fraction of final layout cells with drive strength greater than 1
     - 43.7%
   * - Total standard cell area after synthesis
     - 0.00152 mm2
   * - Worst hold path class
     - input port to async pin
   * - Placer Congestion
     - 0.682
   * - Clock-pin slew on the worst setup and hold paths
     - 80 ps
   * - Placed Cells incl. Taps
     - 221
   * - Slew of the pin with the lowest slew margin
     - about 400 ps
   * - # setup viols final
     - 0
   * - H-tree depth
     - 2
   * - Slowest cell delay on critical path
     - 480 ps
   * - Die area
     - 0.0119 mm2
   * - Avg Cell Area, Syn
     - 19.2 um2
   * - Number of antenna violations at the first check in global routing
     - 0
   * - Most numerous logic cell after layout
     - dfrtp_1
   * - Fmax achieved
     - 693 MHz
   * - Crit. End Element
     - output port
   * - Clock tree sinks
     - 36
   * - Num CTS Buffers
     - 5
   * - Worst slack after detailed placement
     - 264 ps
   * - Clk root buf
     - clkbuf_8
   * - Final sum of negative setup slack
     - 0 ps
   * - Filler-free cell count of the finished design
     - 244
   * - Num ports
     - 43
   * - Total Power Consumption
     - 3.38 mW
   * - CP max-delay cell
     - clkdlybuf4s50_1
   * - Clock period minus final worst setup slack
     - about 1400 ps
   * - Floorplan-stage core utilization
     - 19.6%
   * - Series of cell instances along the critical path
     - clkdlybuf4s50_1
   * - Buffers & Inverters on Critical Path
     - 1
   * - Cell taking the most area after synthesis
     - dfrtp_1
   * - Placement Rows
     - 32
   * - Area growth from synthesis to final layout
     - 48.8%
   * - Initial detailed-routing violation count
     - 25
   * - Dpl hpwl
     - between 2 and 2.5 mm
   * - Area figure in the yosys stat output
     - 0.00152 mm2
   * - Antenna fix cells
     - 0
   * - Placement-stage cell area
     - 0.00202 mm2
   * - Die width
     - approximately 110 um
   * - Clock tree buffer depth
     - 2
   * - Die height
     - 109 um
   * - Arrival time at the worst endpoint
     - 1140 ps
   * - Finished Cell Area
     - around 0.0023 mm2
   * - Maximum vdd ir drop
     - 727 uV
   * - Late-Pin Clk Latency
     - 280 ps
   * - Via count of the first global-routing pass
     - approximately 940
[area by class of cell]
cell class / instances / area [um2]
tap: 102 / 128
fill: 775 / 5470
timing repair buffer: 59 / 589
clock inverter: 2 / 10.0
multi-input combinational: 39 / 544
sequential: 36 / 902
clock buffer: 6 / 82.6
[where the power goes]
group	internal (mW)	leakage [nW]	switching [mW]
Combinational	0.943	0.626	0.248
Sequential	1.26	0.424	0.208
Clock	0.367	0.0510	0.353
Total	2.57	1.10	0.808
[metal layers]
| layer | wire length [um] | GRT usage [%] |
|---|---|---|
| met4 | 15 | 0.565 |
| met5 | 0 | 0 |
| met2 | 1270 | 7.54 |
| met1 | 1440 | 7.29 |
| met3 | 361 | 3.23 |
[sequential cells by signal, indices dropped and copies added, names as in the netlist]
name and count:
sr10 8, sr01 8, wr_cnt 4, sr00 8, sr11 8
[cells in the mapped netlist (all sizes together)]
master	count
buf	4
dfrtp	36
ha	1
mux2	33
nand2	1
nand4	1
xnor2	2
xor2	1
[repair_timing]
| action | CTS | global route |
|---|---|---|
| endpoints found under the hold margin | 15 | 0 |
| hold buffers | 1 | 0 |
| setup endpoints to repair | 4 | 18 |
| resized | 2 | 10 |
| pin swaps | 0 | 0 |
| setup buffers | 3 | 11 |
[kinds of logic after synthesis]
| family | count (synthesis) | share of synthesized area, % |
|---|---|---|
| flops | 36 | 59.4 |
| mux | 33 | 31.2 |
| fa+ha+maj | 1 | 0.825 |
| xor+xnor | 3 | 2.23 |
| buf+inv | 4 | 4.70 |
| simple gates | 2 | 1.65 |
[path summary, 6_finish.rpt]
path	start	end	slack, ps	cells after the start
worst max register to register	wr_cnt[1]$_DFFE_PN0P_	wr_cnt[1]$_DFFE_PN0P_	340	3
worst min-delay path	rst_n	wr_cnt[0]$_DFFE_PN0P_	480	2
max in group asynchronous	rst_n	sr01[0]$_DFFE_PN0P_	580	3
worst max-delay path	sr01[1]$_DFFE_PN0P_	ACS01_selection_o[1]	60	1
worst min register to register	sr00[0]$_DFFE_PN0P_	sr00[0]$_DFFE_PN0P_	510	1
min in group clk0	sr00[0]$_DFFE_PN0P_	sr00[0]$_DFFE_PN0P_	510	1
Power and IR drop assume default switching activity.
