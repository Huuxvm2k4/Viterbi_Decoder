==> flow/design.v <==
module PMSM (
    input clk,
    input rst_n,         
    input we,  
    input [3:0] ACS00_path_cost,
    input [3:0] ACS01_path_cost,
    input [3:0] ACS10_path_cost,
    input [3:0] ACS11_path_cost,
    output [3:0] n_ACS00_path_cost,
    output [3:0] n_ACS01_path_cost,
    output [3:0] n_ACS10_path_cost,
    output [3:0] n_ACS11_path_cost
);
    localparam [3:0] INF = 4'b1111;
    reg [3:0] mem00, mem01, mem10, mem11;
    always @(posedge clk or negedge rst_n) begin
        if (!rst_n) begin
            mem00 <= 0;
            mem01 <= INF;
            mem10 <= INF;
            mem11 <= INF;
        end else if (we) begin
            mem00 <= ACS00_path_cost;
            mem01 <= ACS01_path_cost;
            mem10 <= ACS10_path_cost;
            mem11 <= ACS11_path_cost;
        end
    end
    assign n_ACS00_path_cost = mem00;
    assign n_ACS01_path_cost = mem01;
    assign n_ACS10_path_cost = mem10;
    assign n_ACS11_path_cost = mem11;
endmodule
==> flow/run.sh <==
#!/bin/bash
# OpenROAD 26Q1-2900-gdf79404cd8, Yosys 0.63+post, stock flow scripts
make -C /OpenROAD-flow-scripts/flow DESIGN_CONFIG=/design/flow/config.mk WORK_HOME=/design/flow/orfs finish
==> flow/config.mk <==
export PLATFORM = sky130hd
export DESIGN_NAME = PMSM
export DESIGN_NICKNAME = PMSM
export VERILOG_FILES = /design/flow/design.v
export SDC_FILE = /design/flow/constraint.sdc
export NUM_CORES = 4
export LEC_CHECK = 1
export CORE_AREA = 10 10 88 88
export DIE_AREA = 0 0 98 98
==> flow/constraint.sdc <==
current_design PMSM

set clk_period 1.5
set clk_io_pct 0.2

create_clock -name clk0 -period $clk_period [get_ports {clk}]

set non_clock_inputs [all_inputs -no_clocks]
set_input_delay [expr $clk_period * $clk_io_pct] -clock clk0 $non_clock_inputs
set_output_delay [expr $clk_period * $clk_io_pct] -clock clk0 [all_outputs]
==> git commit body <==
Add synthesis and place-and-route results

- Outcome: finished, final reports clean
- The floorplan has 28 rows.
* Area of all sequential standard cells: ~420 µm²
- Setup repair after global routing left no endpoint under its margin.
* I/O Buffers: 34
- Area used by multi-input combinational logic: 218 µm²
- Routability congestion estimate: 0.801
- Design Power: 1.10 mW
- For the finished layout, the period the worst path requires is 1.37 ns.
* Fraction of the core area occupied by cells at floorplan: 11.2%
* Number of top-level pins: 35
- Endpoint kind of the worst setup timing path: output pin
* Detailed Routing Iterations Pass 1: 2
- According to the dpl log, the detail-placed design has an HPWL of between 1000 and 1500 µm.
- Main area contributors: sky130_fd_sc_hd__dfstp_2, sky130_fd_sc_hd__mux2_4, sky130_fd_sc_hd__dfrtp_1
* Logic depth of the worst register-to-register path: 2
* Relative max-transition margin: 86.5%
- Cell type with the largest total area after synthesis: sky130_fd_sc_hd__dfstp_2
* Global Route Usage Sum: 3.57%
- Ratio of total power to cell area: approximately 940 mW/mm²
* Ratio of cells with drive above 1 in the final layout: 50.6%
- Final clock period utilization by the worst path: between 90% and 100%
- Broken down by cell family, the worst path's largest delay share belongs to buffers and inverters.
- For the worst setup path, the data arrival time is 1.07 ns.
- The worst-case IR drop observed on VDD is 0.365 mV.
- Maximum net fanout on the critical path: 2
- Req. time, crit path: 1.20 ns
* Critical-path top delay cell: sky130_fd_sc_hd__clkdlybuf4s50_1
- WS Path Type: reg2out
- The first global-routing pass estimated 2780 µm of wire.
* Number of buffers inserted for hold repair after clock tree synthesis: 0
- For the pin with the worst max-slew slack, the measured transition is roughly 0.2 ns.
* Average routed wire per standard cell: 11.2 µm
- Beginning of the worst register-to-register path: mem10[1]
* Startpoint type of the worst setup path: flop
* Cell breakdown of the critical path: clkdlybuf4s50_1
* Overall chip area: between 0.009 and 0.01 mm²
- According to the timing report, the critical path is launched from mem00[3].
- Distinct cell type count of the synthesized netlist: 6
- In this run the mean area of a mapped cell was 19.5 µm².
- The power report puts the leakage power at around 0.50 nW.
* Root Buffer: sky130_fd_sc_hd__clkbuf_8
* Clock-pin transition on the worst setup and hold timing paths: 0.06 ns
- Synth top cells by count: sky130_fd_sc_hd__dfstp_2, sky130_fd_sc_hd__mux2_4, sky130_fd_sc_hd__mux2_2
* Number of max-capacitance violations reported: 0
* Yosys synthesis chip area: approximately 660 µm²
* Stages on the worst setup path: 1
* Die Wd: 98 µm
- Antenna repair during routing inserted a diode count of 0.
- Largest type area fraction: 47.5%
* Grt ovf: 0
- CTS tree: built
* Final number of max-transition violations: 0
- For this run, the leading register cell type out of synthesis is sky130_fd_sc_hd__dfstp_2.
* Post-layout util: 19.8%
- Largest net degree at the start of global routing: 17
* Count of filler cells inserted in the layout: a little over 600
- Clock Latency Late Sink: 0.24 ns
* Synth async-reset ratio: 100%
* EDFF count, synth: 0
- The CTS log lists the clock sinks for this run as 16.
- The initial antenna violation count came to 0.
- Vias per cell: between 2 and 3
- Maximum clock insertion buffer count: 2
- # DRC: 0
* Wire length reported by the detailed router: 1700 µm
* Die Height: ~100 µm
- Iteration-0 DRC count of the detailed router: 3
* Max Freq: 730 MHz
* Post-layout instance count excluding filler cells: 152
- After synthesis, the design contains 34 cells according to Yosys.
- In the final report, the number of endpoints failing setup comes to 0.
- Clock skew on the completed layout was measured at 0 ns.
* Tool warnings: 25
* Warning count from the yosys run: 1
- Area added between synthesis and finish: 76.5%
- In this run the worst hold path is classified as in2async.
- Fin. Hold Viols: 0
- Per the post-run analysis, buffers plus inverters along the critical path come to 1.
* Number of cells after detailed placement: 143
- CTS added clock buffers totalling 3.
* Core outline area: 0.00592 mm²
* Vias post-DR: roughly 440
- Remaining number of nets flagged by the antenna check after routing: 0
- Among all stages on the critical path, the maximum delay recorded is about 0.47 ns.
- Synth Cell Area: between 600 and 700 µm²
- Number of H-tree levels: 1
- Cell with the most instances after synthesis: sky130_fd_sc_hd__dfstp_2
* Instance tally after logic synthesis: 34
- Hold is met by ~0.38 ns.
- Vias in the first global route: 516
* Post-Route Setup TNS: 0 ns
- Register area share after synthesis: between 60% and 70%
- Count of state elements after synthesis: 16
[path summary, 6_finish.rpt]
check	to	slack [ns]
max	n_ACS00_path_cost[3]	0.13
min	mem00[3]	0.38
max reg2reg	mem10[1]	0.69
min reg2reg	mem00[0]	0.51
max in group asynchronous	mem01[2]	0.87
min in group clk0	mem00[0]	0.51
[sequential cells by signal, summed over array words and instances (netlist names)]
signal and count:
mem00 4, mem01 4, mem10 4, mem11 4
[worst reg2reg max path, cell delays in order (launching register included)]
cell	delay [ns]
sky130_fd_sc_hd__dfstp_2	0.37
sky130_fd_sc_hd__buf_4	0.12
sky130_fd_sc_hd__mux2_4	0.26
[power breakdown]
part	switching, mW	internal [mW]
logic	0.0489	0.164
registers	0.0214	0.499
clock network	0.136	0.232
total	0.207	0.896
[cell families (layout without fill, tap and decap cells)]
| kind of cell | count (synthesis) | count (layout) | synth area share, % |
|---|---|---|---|
| buf+inv | 2 | 45 | 4.71 |
| flops | 16 | 16 | 62.5 |
| mux | 16 | 16 | 32.8 |
[placed cells by master, fill, tap and decap left out]
master	instances
sky130_fd_sc_hd__clkdlybuf4s50_1	22
sky130_fd_sc_hd__dfstp_2	12
sky130_fd_sc_hd__mux2_2	6
sky130_fd_sc_hd__buf_4	6
sky130_fd_sc_hd__dfrtp_1	4
sky130_fd_sc_hd__clkbuf_8	4
sky130_fd_sc_hd__dlygate4sd2_1	12
sky130_fd_sc_hd__buf_12	1
sky130_fd_sc_hd__mux2_4	10
[stage by stage]
step / cell area (µm²) / setup slack [ns]
2_1_floorplan: 664 / 0.538
3_3_place_gp: 1090 / 0.0619
3_5_place_dp: 1090 / 0.0339
4_1_cts: 1170 / 0.109
5_1_grt: 1170 / 0.0666
6_report: 1170 / 0.129
[per-layer routing]
| metal | wire length [µm] | part of all wire [%] | GRT usage (%) | up-vias |
|---|---|---|---|---|
| li1 | - | - | - | 204 |
| met1 | 798 | 47 | 4.59 | 206 |
| met2 | 630 | 37 | 4.67 | 32 |
| met3 | 269 | 16 | 3.06 | 0 |
| met4 | 0 | 0 | 0.112 | 0 |
| met5 | 0 | 0 | 0 | - |
[area by class of cell]
type                            count  share of cell area, %
Clock buffer                        4                   4.70
Multi-Input combinational cell     16                   18.6
Timing Repair Buffer               41                   33.3
Tap cell                           75                   8.00
Sequential cell                    16                   35.4
[what timing repair did]
action / CTS / global route
setup endpoints to repair: 12 / 0
setup buffers: 5 / 0
hold endpoints to repair: 0 / 0
gates resized: 12 / 0
Power and IR drop assume default switching activity.
